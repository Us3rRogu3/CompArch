==> ./design.v <==
`timescale 1ns/1ps
module fsm(clk, rst, inp, out);
	input clk, rst, inp;
	output out;
	reg out;
	reg [2:0] state;
	always @ (posedge clk, posedge rst)
	begin
		if(rst) 
		begin
			state <= 3'b0;
			out <= 1'b0;
		end
		else
		begin
			case(state)
				3'b000: 
				begin
					if(inp)
					begin
						state <= 3'b001;
						out <= 1'b0;
					end
					else
					begin
						state <= 3'b000;
						out <= 1'b0;
					end
				end
				3'b001: 
				begin
					if(inp)
					begin
						state <= 3'b001;
						out <= 1'b0;
					end
					else
					begin
						state <= 3'b010;
						out <= 1'b0;
					end
				end
				3'b010: 
				begin
					if(inp)
					begin
						state <= 3'b011;
						out <= 1'b0;
					end
					else
					begin
						state <= 3'b000;
						out <= 1'b0;
					end
				end
				3'b011: 
				begin
					if(inp)
					begin
						state <= 3'b100;
						out <= 1'b0;
					end
					else
					begin
						state <= 3'b010;
						out <= 1'b0;
					end
				end
				3'b100: 
				begin
					if(inp)
					begin
						state <= 3'b001;
						out <= 1'b0;
					end
					else
					begin
						state <= 3'b010;
						out <= 1'b1;
					end
				end
				default:
				begin
					state <= 3'b000;
					out <= 1'b0;
				end
			endcase
		end		
	end
endmodule
==> ./run.sh <==
#!/bin/bash
# OpenROAD 26Q1-2900-gdf79404cd8, Yosys 0.63+post, stock flow scripts
make -C /OpenROAD-flow-scripts/flow DESIGN_CONFIG=/design/flow/config.mk WORK_HOME=/design/flow/orfs finish
==> ./config.mk <==
export PLATFORM = sky130hd
export DESIGN_NAME = fsm
export DESIGN_NICKNAME = fsm
export VERILOG_FILES = /design/flow/design.v
export SDC_FILE = /design/flow/constraint.sdc
export NUM_CORES = 4
export LEC_CHECK = 1
export CORE_AREA = 10 10 70 70
export DIE_AREA = 0 0 80 80
==> ./constraint.sdc <==
current_design fsm

set clk_period 1.5
set clk_io_pct 0.2

create_clock -name clk0 -period $clk_period [get_ports {clk}]

set non_clock_inputs [all_inputs -no_clocks]
set_input_delay [expr $clk_period * $clk_io_pct] -clock clk0 $non_clock_inputs
set_output_delay [expr $clk_period * $clk_io_pct] -clock clk0 [all_outputs]
==> flow_results.xml <==
<?xml version="1.0" encoding="UTF-8"?>
<metrics>
  <group name="cells_and_area">
    <metric name="final_layout_size_suffix_gt1_frac" unit="">0.182</metric>
    <metric name="post_layout_nonfiller_instances" unit="">68</metric>
    <metric name="area.growth.synth_to_final" unit="%">57.2</metric>
    <metric name="seqCellArea" unit="um2">151</metric>
    <metric name="stdcell_area" unit="um2">313</metric>
    <metric name="logic_area" unit="um2">43.8</metric>
    <metric name="final.fill_count" unit="">396</metric>
  </group>
  <group name="critical_path">
    <metric name="regToRegSetupSlack" unit="ps">690</metric>
    <metric name="start_kind" unit="">flip-flop</metric>
    <metric name="criticalPathCategory" unit="">flip-flop to primary output</metric>
    <metric name="critPathTopFamily" unit="">buffers and inverters</metric>
    <metric name="crit_path_cell_trace" unit="">clkdlybuf4s50_1</metric>
    <metric name="reg2reg_from" unit="">state[1]</metric>
    <metric name="worst-r2r-cell-count" unit="">1</metric>
    <metric name="worstSetupEndpointType" unit="">primary output</metric>
    <metric name="timing.critical_path.arrival" unit="ps">1030</metric>
    <metric name="critPathSlowestCell" unit="">clkdlybuf4s50_1</metric>
    <metric name="crit_fanout" unit="">1</metric>
    <metric name="worst_r2r_endpoint" unit="">state[3]</metric>
    <metric name="cpPeakStageDelay" unit="ps">460</metric>
    <metric name="timing.critical_path.required" unit="ps">1200</metric>
    <metric name="worstPathBufferInverterCount" unit="">1</metric>
  </group>
  <group name="global_route">
    <metric name="grt_max_degree" unit="">7</metric>
    <metric name="grt_residual_overflow" unit="">0</metric>
    <metric name="met3_usage" unit="">0.0273</metric>
    <metric name="via_count_of_the_first_global_routing_pass" unit="">171</metric>
    <metric name="global_route_track_usage_on_met1" unit="">0.0121</metric>
    <metric name="globalRouteTotalUtil" unit="">0.0158</metric>
    <metric name="top_usage_layer" unit="">met3</metric>
    <metric name="number_of_antenna_violations_at_the_first_check_in_global_routing" unit="">0</metric>
    <metric name="grt_util_met2" unit="">0.0177</metric>
    <metric name="grt_pass1_wl" unit="um">717</metric>
  </group>
  <group name="place">
    <metric name="place_inst" unit="">64</metric>
    <metric name="placement_cell_area" unit="um2">287</metric>
    <metric name="preCtsSetupSlack" unit="ps">399</metric>
    <metric name="gp_congestion" unit="">0.714</metric>
    <metric name="io_buffers" unit="">3</metric>
  </group>
  <group name="clocking">
    <metric name="clock_tree_from_tritoncts" unit="">built</metric>
    <metric name="worst_skew_pair.late_latency" unit="ps">250</metric>
    <metric name="post_cts_setup_inserts" unit="">0</metric>
    <metric name="clkSinkCount" unit="">6</metric>
    <metric name="cts_root_buf" unit="">clkbuf_4</metric>
    <metric name="clk_transition_reported_paths" unit="ps">50</metric>
    <metric name="clock_path_buffers" unit="">2</metric>
    <metric name="cts_htree_levels" unit="">1</metric>
    <metric name="postCtsResizedCells" unit="">0</metric>
    <metric name="tritoncts.num_buffers" unit="">3</metric>
    <metric name="cts-hold-fix-buffers" unit="">0</metric>
  </group>
  <group name="sta">
    <metric name="final_max_slew_viol_count" unit="">0</metric>
    <metric name="tns" unit="ps">0</metric>
    <metric name="post_route_setup_slack" unit="ps">174</metric>
    <metric name="maximum_clock_skew_at_final_layout" unit="ps">10.8</metric>
    <metric name="max_slew_margin" unit="">0.851</metric>
    <metric name="min_period_over_period" unit="">0.884</metric>
    <metric name="final-hold-violation-count" unit="">0</metric>
    <metric name="max_freq" unit="MHz">754</metric>
    <metric name="grt_setup_unrepaired" unit="">no</metric>
    <metric name="worst_slew_pin_slew" unit="ps">224</metric>
    <metric name="setup-violations-final" unit="">0</metric>
    <metric name="period_minus_slack" unit="ps">1330</metric>
  </group>
  <group name="drt">
    <metric name="postRouteAntennaNets" unit="">0</metric>
    <metric name="drtIter0Drc" unit="">7</metric>
    <metric name="wl_per_cell" unit="um">5.65</metric>
    <metric name="antenna_diode_instance_count" unit="">0</metric>
    <metric name="post-route-drc-count" unit="">0</metric>
    <metric name="vias_cell" unit="">2.03</metric>
    <metric name="via_count" unit="">138</metric>
    <metric name="firstDrtPassIters" unit="">2</metric>
    <metric name="detail_route.wirelength" unit="um">384</metric>
  </group>
  <group name="yosys">
    <metric name="syn_avg_cell_area" unit="um2">13.3</metric>
    <metric name="ys.warnings.count" unit="">1</metric>
    <metric name="seq_area_frac_synth" unit="">0.761</metric>
    <metric name="post_synth_inst_count" unit="">15</metric>
    <metric name="synth.lib_cells_used.distinct" unit="">8</metric>
    <metric name="ys_chip_area" unit="um2">199</metric>
    <metric name="netlist_area" unit="um2">199</metric>
    <metric name="synth_flop_count" unit="">6</metric>
    <metric name="synth-cells-yosys" unit="">15</metric>
  </group>
  <group name="die">
    <metric name="initCoreUtil" unit="">0.0582</metric>
    <metric name="floorplan.die.height" unit="um">80</metric>
    <metric name="rows" unit="">21</metric>
    <metric name="fp.dieArea" unit="um2">6400</metric>
    <metric name="placeableCoreArea" unit="um2">3420</metric>
    <metric name="design.portCount" unit="">4</metric>
    <metric name="die_x" unit="um">80</metric>
  </group>
  <group name="pwr">
    <metric name="power.leakage" unit="nW">0.128</metric>
    <metric name="ir_worst_vdd" unit="mV">0.213</metric>
    <metric name="power_density" unit="nW/um2">1170</metric>
  </group>
  <group name="run">
    <metric name="cap_viol_max_count" unit="">0</metric>
    <metric name="tool_warnings" unit="">25</metric>
  </group>
  <group name="min_path">
    <metric name="hold_path.class" unit="">input port to asynchronous set/reset pin</metric>
  </group>
  <group name="outcome">
    <metric name="status" unit="">finished clean</metric>
  </group>
</metrics>
==> report_power, final <==
part / internal [mW] / switching, mW
clock network: 0.101 / 0.0605
registers: 0.175 / 0.00533
logic: 0.0125 / 0.0114
==> Yosys cell counts (all sizes together) <==
cell type,n,area [um2]
nor2,3,11.3
and2,2,12.5
dfstp,1,26.3
dfrtp,5,125
nor2b,1,6.26
nor3,1,5.00
inv,1,3.75
o31a,1,8.76
==> cell usage in the layout, fill, tap and decap left out <==
cell,count
dfstp_2,1
dfrtp_1,5
clkbuf_4,3
inv_1,1
nor2_1,3
nor3_1,1
nor2b_1,1
o31a_1,1
clkdlybuf4s50_1,3
clkbuf_1,1
and2_1,2
==> area by class of cell <==
cell class / instances / area share
flip-flops and latches: 6 / 0.484
well taps: 46 / 0.184
multi-input cells: 8 / 0.140
repair buffers: 3 / 0.0960
clock buffers: 4 / 0.0840
inverters: 1 / 0.0120
==> worst max-delay path by stage <==
| stage | startpoint | endpoint | slack (ps) | cells past startpoint |
|---|---|---|---|---|
| 4_1_cts | out | out | 160 | 1 |
| 5_1_grt | out | out | 140 | 1 |
| 6_report | out | out | 170 | 1 |
==> per-layer routing <==
layer | vias to the layer above | routed length (um)
li1 | 61 | -
met1 | 66 | 146
met2 | 9 | 130
met3 | 2 | 98
met4 | 0 | 8
met5 | - | 0
==> sequential cells by signal, indices dropped and copies added, names as in the netlist <==
name,cells
out,1
state,5
==> through the flow <==
stage	util	hold WS, ps	power [mW]
after global placement	0.0839	466	0.204
after detailed placement	0.0839	475	0.207
after CTS	0.0916	273	0.373
final	0.0916	273	0.365
after global routing	0.0916	298	0.392
after floorplan	-	90.2	0.194
==> cell families after synthesis <==
| logic type | Yosys count | synth area share |
|---|---|---|
| AND/OR/NAND/NOR | 7 | 0.176 |
| AND-OR/OR-AND | 1 | 0.0440 |
| flip-flops | 6 | 0.761 |
| buffers and inverters | 1 | 0.0188 |
Power is estimated from default activity; no workload was simulated.
