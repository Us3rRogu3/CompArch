[design/flow/design.v]
`timescale 1ns/1ps
`timescale 1ns/1ps
module fulladder(x, y, cin, s, c);
	input x, y, cin;
	output reg s, c;
	always@(x or y or cin)
		begin
		{c, s} = x+y+cin;
		end
endmodule
module addsub(m, a, b, s, c, o);
	input m;
	input [0:3] a;
	input [0:3] b;
	output [0:3] s;
	output c, o;
	reg [0:3] t;
	wire t1, t2, t3, t4;
	always@(m or a or b)
		begin
			if(m==1)
				t=!b;
			else
				t=b;
		end	
	fulladder f1(a[3], t[3], m, s[3], t1);
	fulladder f2(a[2], t[2], t1, s[2], t2);
	fulladder f3(a[1], t[1], t2, s[1], t3);
	fulladder f4(a[0], t[0], t3, s[0], c);
	assign o = t3 ? !c: c;
endmodule
[design/flow/run.sh]
#!/bin/bash
# OpenROAD 26Q1-2900-gdf79404cd8, Yosys 0.63+post, stock flow scripts
make -C /OpenROAD-flow-scripts/flow DESIGN_CONFIG=/design/flow/config.mk WORK_HOME=/design/flow/orfs finish
[design/flow/config.mk]
export PLATFORM = sky130hd
export DESIGN_NAME = addsub
export DESIGN_NICKNAME = addsub
export VERILOG_FILES = /design/flow/design.v
export SDC_FILE = /design/flow/constraint.sdc
export NUM_CORES = 4
export LEC_CHECK = 1
export CORE_AREA = 10 10 70 70
export DIE_AREA = 0 0 80 80
[design/flow/constraint.sdc]
current_design addsub

set clk_period 5.1
set clk_io_pct 0.2

create_clock -name clk0 -period $clk_period

set non_clock_inputs [all_inputs -no_clocks]
set_input_delay [expr $clk_period * $clk_io_pct] -clock clk0 $non_clock_inputs
set_output_delay [expr $clk_period * $clk_io_pct] -clock clk0 [all_outputs]
==> summary.txt <==
Figures from the flow reports.

Run status:
- The run finished with clean final reports.

Synth:
- A synthesized cell averages ~9.3 um^2.
- The synthesized netlist was found by Yosys to have 19 cells.
- The run gives the post-synth area from yosys stat as around 180 um^2.
- The cell area that synthesis handed to floorplanning was ~180 um^2.
- Warnings reported by Yosys during synthesis add up to 2.
- The run gives the synthesized instance count as 19.
- The run gives the post-synthesis cell type count as 9.
- The run puts the sequential cell area fraction in the yosys report at 0%.

Worst setup path:
- The worst setup path is captured at an output port.
- STA classifies the critical path startpoint as a primary input.
- At the worst endpoint, the arrival time is between 3 and 4 ns.
- The run puts the largest fanout on the critical path at 2.
- The run puts the required time reported for the critical path endpoint at 4.08 ns.
- For reference, the most critical setup path is categorized as in2out.

Cells and area:
- The run gives the total of fill cells in the finished design as 405.
- The run puts the share of cells above drive strength 1 at roughly 16%.
- After routing the design area is about 370 um^2.
- The run puts the synthesis-to-finish area growth at 111%.
- The run gives the count of clock-net buffers in the final layout as 0.
- The run puts the sequential cell count at 0.
- The run gives the flip-flop and latch area as 0 um^2.
- The run gives the final design utilization as between 10% and 20%.

Route:
- The run puts the number of violations reported at the end of detailed-routing iteration 0 at 15.
- The run gives the routed via count divided by cell count as approximately 1.9.
- The run puts the number of nets still failing antenna checks after routing at 0.
- The run gives the mean routed wirelength per cell as between 7 and 8 um.
- The run puts the first-pass iteration count of the detailed router at 2.
- The run gives the number of inserted diodes as 0.
- The final route contains approximately 150 vias.
- The run puts the DRC violation count after routing at 0.
- The run gives the wire length after detailed routing as just under 600 um.

Pwr:
- The run puts the maximum vdd drop at approximately 36 uV.
- The run puts the total power divided by cell area at about 96 nW/um^2.
- The run puts the static leakage at around 0.14 nW.

Floorplanning:
- The run puts the floorplan die area at approximately 6400 um^2.
- The die is approximately 80 um wide.
- The run puts the count of boundary I/O pins at 15.
- The run puts the core outline area at 3420 um^2.
- The run puts the number of rows created at floorplan at 21.
- The run puts the floorplan utilization at just over 5%.
- The run gives the die span in y as approximately 80 um.

STA:
- Setup repair after global routing left no endpoint under its margin.
- The run gives the max-slew violation count as 0.
- The run gives the worst-case headroom to the max-slew limit as 84.2%.
- The final timing summary puts the cycle share of the worst path at a little over nine tenths.
- The run gives the upper clock frequency limit as just over 200 MHz.
- The run gives the final worst hold slack as approximately 3.1 ns.
- The run gives the transition at the pin with the smallest max-transition slack as between 0.2 and 0.25 ns.
- Adding up every negative setup slack in the final design gives 0 ns.
- The run puts the final worst-path setup slack at approximately 0.19 ns.
- The run gives the final number of hold-violating endpoints as 0.
- The run puts the final number of setup-violating endpoints at 0.
- The smallest clock period supported by the final layout is computed as a little under 5 ns.

Hold path:
- The run gives the class of the worst hold path as in2out.
- The run puts the worst hold path cell count at 3.

GRT:
- The run puts the first-pass GRT wire length at around 870 um.
- Total global-route track usage over all layers is about 1.8%.
- After global routing the overflow that remains totals 0.
- The run puts the initial antenna violation count at 0.
- The run gives the maximum number of pins on one net before global-route repair as 7.
- The run gives the via count of the first global-routing pass as ~170.

Placement:
- The run gives the quantity of I/O buffers inserted on ports as 15.
- The run gives the pre-CTS setup slack as -0.0416 ns.
- The run gives the final RePlAce weighted congestion as 0.695.
- Per the detailed placement report, the placed cell area equals 362 um^2.

Flow run:
- The run puts the OpenROAD warning count at 32.
- The run gives the number of maximum-capacitance constraint violations as 0.
cells by family after synthesis:
group | after synthesis | synth area share (%)
xor gates and xnor gates | 1 | 4.97
adders and majority gates | 4 | 45.4
and+or+nand+nor | 4 | 18.4
AOI/OAI and AO/OA | 1 | 3.55
buffers and inverters | 9 | 27.7
metal layers:
metal	GRT usage, %	up-vias	share of wire, %	wire [um]
met1	2.40	59	48	276
li1	-	76	-	-
met2	2.33	11	34	200
met5	0	-	0	0
met3	1.25	0	18	104
met4	0	0	0	0
through the flow:
stage                     power [mW]  instances
after floorplan               0.0163         19
after global placement        0.0355         77
after detailed placement      0.0358         77
after CTS                     0.0359         77
after global routing          0.0403         77
final                         0.0356         77
where the power goes:
part / internal [mW] / switching (mW)
Combinational: 0.0257 / 0.00986
Sequential: 0 / 0
Clock: 0 / 0
Total: 0.0257 / 0.00986
worst max-delay path: stages:
cell and delay, ns:
sky130_fd_sc_hd__clkdlybuf4s50_1 0.41, sky130_fd_sc_hd__or4b_1 0.53, sky130_fd_sc_hd__o22ai_2 0.13, sky130_fd_sc_hd__fa_2 0.23, sky130_fd_sc_hd__fa_1 0.20, sky130_fd_sc_hd__fa_2 0.21, sky130_fd_sc_hd__inv_1 0.05, sky130_fd_sc_hd__fa_1 0.42
sky130_fd_sc_hd__xnor2_1 0.18, sky130_fd_sc_hd__clkdlybuf4s50_1 0.49
what timing repair did:
item / in CTS / in global routing
setup endpoints to repair: 1 / 2
buffers inserted: 0 / 0
endpoints found under the hold margin: 0 / 0
cloned: 0 / 0
hold buffers: 0 / 0
gates resized: 1 / 3
final timing paths:
path	startpoint	end	slack, ns
max	b[1]	o	0.19
min	m	s[3]	3.06
final cells by class:
type	instances	area (um^2)	area share, %
inverters	5	18.8	5.05
multi-input cells	10	139	37.4
well taps	46	57.6	15.5
repair buffers	16	156	42.1
cells in the mapped netlist:
library cell | number | area, um^2
sky130_fd_sc_hd__and2b_1 | 1 | 7.51
sky130_fd_sc_hd__buf_4 | 4 | 30.0
sky130_fd_sc_hd__inv_1 | 5 | 18.8
sky130_fd_sc_hd__xnor2_1 | 1 | 8.76
sky130_fd_sc_hd__and2b_2 | 1 | 8.76
sky130_fd_sc_hd__nand2b_1 | 1 | 6.26
sky130_fd_sc_hd__fa_1 | 4 | 80.1
sky130_fd_sc_hd__o22ai_1 | 1 | 6.26
sky130_fd_sc_hd__or4b_1 | 1 | 10.0
cells in the final DEF, fill, tap and decap left out, drive strengths merged:
| master | Yosys | layout |
|---|---|---|
| fa | 4 | 4 |
| buf | 4 | 1 |
| inv | 5 | 5 |
| dlygate4sd2 | 0 | 1 |
| or4b | 1 | 1 |
| clkdlybuf4s50 | 0 | 14 |
| nand2b | 1 | 1 |
| xnor2 | 1 | 1 |
| and2b | 2 | 2 |
| o22ai | 1 | 1 |
No activity file was given, so power comes from the tool's default toggle rates.
